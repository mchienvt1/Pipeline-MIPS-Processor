==> ./design.v <==
module REG (
  input clk, rst,
  input regwrite,
  input [4:0] address1,
  input [4:0] address2,
  input [4:0] address_wb,
  input [32-1:0] data_wb,
  output [32-1:0] data1,
  output [32-1:0] data2
);
reg [32-1:0] REGISTER [31:0];  
always @(negedge clk) begin
  if(!rst) begin
    for(integer i = 0; i < 32; i = i +1) begin
      REGISTER[i] <= 0;  
    end
  end
  else if (regwrite) begin
    REGISTER[address_wb] <= data_wb;  
  end
end
assign data1 = (address1 != 0) ? REGISTER[address1] : 0;  
assign data2 = (address2 != 0) ? REGISTER[address2] : 0;  
endmodule
==> ./run.sh <==
#!/bin/bash
# OpenROAD 26Q1-2900-gdf79404cd8, Yosys 0.63+post, stock flow scripts
make -C /OpenROAD-flow-scripts/flow DESIGN_CONFIG=/design/flow/config.mk WORK_HOME=/design/flow/orfs finish
==> ./config.mk <==
export PLATFORM = sky130hd
export DESIGN_NAME = REG
export DESIGN_NICKNAME = REG
export VERILOG_FILES = /design/flow/design.v
export SDC_FILE = /design/flow/constraint.sdc
export NUM_CORES = 4
export LEC_CHECK = 1
export CORE_UTILIZATION = 50
==> ./constraint.sdc <==
current_design REG

set clk_period 11.2
set clk_io_pct 0.2

create_clock -name clk0 -period $clk_period [get_ports {clk}]

set non_clock_inputs [all_inputs -no_clocks]
set_input_delay [expr $clk_period * $clk_io_pct] -clock clk0 $non_clock_inputs
set_output_delay [expr $clk_period * $clk_io_pct] -clock clk0 [all_outputs]
==> summary.txt <==
Results of the implementation run.

The flow ran to the end, and the final reports show no timing, DRC or antenna violations. The critical path in this run is classified as flip-flop to output pin. The overall power is 0.0112 W.

The number of antenna-violating nets in the routed design came out at 0. The analysis reports a worst IR drop on VDD of 0.000141 V. The worst setup path is captured at an output pin. The stage-log warning count came out at 1028. The highest metal layer carrying signal wires in the routed design is met5.

The synthesized area divided by synthesized cell count came out at 15.3 sq um. The quantity of hold-fixing buffers added after cts came out at 0. The total via count in the routed design is 37900. TritonCTS built the clock tree. The clock sink count came out at 1024. The combined global-route utilization of all metal layers came out at 39.4%. The post-synthesis instance total came out at 3550. For this run, the share of the core covered by cells in the final layout is 61.2%.

The data required time of the worst path came out at 8.96 ns. The total number of placement rows came out at 120. The routed length on met3 is 38200 um. The final setup violation count came out at 0. The number of antenna violations at the first check in global routing came to 7. The fraction of the core area occupied by cells at floorplan is 50.6%. In the layout the commonest cells are sky130_fd_sc_hd__inv_1, sky130_fd_sc_hd__and2_1, sky130_fd_sc_hd__edfxtp_1, sky130_fd_sc_hd__mux4_2, sky130_fd_sc_hd__buf_4. The proportion of synthesized chip area in sequential cells is 56.5%. After synthesis, the largest area contributor takes up 56.5% of total cell area.

The number of library cell types mapped by synthesis is 40. The number of design-rule violations left by the first detailed-router iteration is 2464. The share of async-settable or async-resettable flops after synthesis is 0%.

The final number of max-transition violations is 0. The largest single stage delay on the critical path is 0.81 ns. Buffers placed on the I/O ports in this run total 113. The placeable core area came out at 0.108 sq mm.

The routed metal-1 wire length is 58700 um. By instance count after routing, the leading logic cell type is sky130_fd_sc_hd__inv_1. Entering global routing, the biggest net connects 83 pins. The sum of met2 wire segment lengths after detailed routing is 85900 um.

After detailed routing, the average wire length per cell comes to 31.4 um. The arrival time of data at the critical path endpoint is 8.87 ns. The number of cell instances after yosys synthesis came out at 3550.

The register with the most flip-flops in the layout has 1024 of them. The stat command in Yosys gives a chip area of 0.0544 sq mm. Clock tree synthesis selected as its root buffer the cell sky130_fd_sc_hd__clkbuf_16. The minimum setup slack after placement came out at 0.824 ns.

TritonRoute reported its final design rule violation total as 0. The post-synth tally of flip-flops with integrated enable came out at 1024. The proportion of layout cells with a drive suffix above 1 came out at 21.2%. The registers reported with the highest flop counts are REGISTER (1024). The routability congestion estimate is 0.925. The worst relative slew slack came out at 30.2%.

The total congestion overflow after global routing came out at 0. The biggest fanout along the worst timing path is 2. In the final report, the number of hold violations comes to 0. Per the synth stats, the flop cell with the highest instance count is sky130_fd_sc_hd__edfxtp_1. For this design, the slowest cell found on the critical path is sky130_fd_sc_hd__a211oi_1. The path type of the worst min-delay path is input port to output pin. The area after detailed placement came out at 0.0579 sq mm. CTS built an H-tree with a depth of 3. The die outline height is 332 um. The wire length of the first global-routing pass came out at 276000 um. In this run the cell area of the synthesized design comes to 0.0544 sq mm. Ranked by flip-flop count, first place goes to REGISTER. The final setup slack of the worst path is 0.0928 ns. The final-layout fill cell count came out at 7690. The flip-flop and latch count after synthesis came out at 1024. The total clock buffers created by CTS is 115.

The power report puts the leakage power at 26.8 nW. The area added between synthesis and finish is 20.9%. The number of max-cap violations is 0. The main area contributors are sky130_fd_sc_hd__edfxtp_1, sky130_fd_sc_hd__mux4_2, sky130_fd_sc_hd__and2_1, sky130_fd_sc_hd__mux2i_1, sky130_fd_sc_hd__clkbuf_1. The average vias per placed instance came out at 6.18. The actual slew at the worst max-slew pin came out at 1.04 ns. The pre-antenna-repair detailed-routing pass consisted of 5 iterations. Setup repair after global routing left no endpoint under its margin. During I/O placement, the number of pins put on the boundary was 114. The maximum buffer depth of the clock tree came out at 3.

STA classifies the critical path startpoint as a flip-flop. Summed over all instances, the cell type with the most area after synthesis is sky130_fd_sc_hd__edfxtp_1. The wire length recorded after detailed routing is 192000 um. The register clock-pin slew on the reported worst setup and hold paths came out at 0.03 ns. Per STA, the worst path is made up of mux4_2 -> a22o_1 -> a211oi_1 -> nor3_1 -> clkdlybuf4s50_1. The post-route cell area came out at 0.0658 sq mm. The accumulated negative setup slack came out at 0 ns.

The HPWL after detailed placement came out at 113000 um. The power density over cell area came out at 170 mW/mm^2. The via count of the first global-routing pass was 43500. The overall die width came out at 332 um. The overall chip area is 0.110 sq mm. The number of warnings issued by yosys is 1.
## cell type report
type                            count  area [sq um]  share of cell area, %
Inverter                            1          3.75                0.00571
Multi-Input combinational cell   2131         22400                   34.0
Tap cell                         1403          1760                   2.67
Timing Repair Buffer              328          3020                   4.60
Sequential cell                  1024         30700                   46.8
Antenna cell                        4          10.0                 0.0152
Clock inverter                   1121          4930                   7.49
Clock buffer                      117          2930                   4.45
## where the power goes
| group | internal (W) | leakage [nW] | total, W | switching (W) |
|---|---|---|---|---|
| Clock | 0.00291 | 7.44 | 0.00543 | 0.00253 |
| Sequential | 0.00446 | 9.74 | 0.00457 | 0.000110 |
| Combinational | 0.000518 | 9.60 | 0.00118 | 0.000658 |
## metrics by stage
step	cells	hold slack (ns)
CTS	6125	5.53
global route	6125	5.65
floorplan	3550	4.78
global placement	4888	5.52
finish	6129	5.54
detailed placement	4888	5.53
## metal layers
layer  track usage, %  vias to the layer above
li1                 -                    15900
met1             43.8                    18400
met2             52.2                     2995
met3             35.8                      510
met4             18.6                        8
met5             2.08                        -
## synth_stat cells (all sizes together) (5+ instances only)
master   number
a2111oi      29
nor2b        17
a22oi        14
nand2b        6
o22ai        82
a22o         48
buf         117
nor4          5
edfxtp     1024
nor2         38
a211oi       43
clkbuf      276
a21oi         7
nand2        13
o21ai        32
o221ai       26
mux2i       152
mux2         37
nor3         52
mux4        470
and2       1028
## timing repair
action,4_1_cts,5_1_grt
buffers inserted,0,0
resized,0,3
endpoints found under the setup margin,0,3
## cell families after synthesis
group / count (synthesis) / synth area share, %
muxes: 659 / 23.0
DFF: 1024 / 56.5
AOI/OAI and AO/OA: 294 / 3.96
and+or+nand+nor: 1178 / 13.2
buffers and inverters: 395 / 3.26
## path summary, 6_finish.rpt
| path | startpoint | to | slack, ns | cells after the start |
|---|---|---|---|---|
| worst min-delay path | address1[0] | data1[24] | 5.54 | 4 |
| worst max-delay path | REGISTER[30][21]$_SDFFCE_NN0P_ | data2[21] | 0.09 | 5 |
## worst max-delay path, delay by kind of cell, from the launching register on
kind	cells	cell delay [ns]
buf+inv	1	0.47
flops	1	0.39
mux	1	0.48
compound gates	2	1.05
simple gates	1	0.17
Power and IR drop assume default switching activity.
