==> ./design.v <==
module DMEM (
  input clk,
  input memwrite,
  input [32-1:0] addr,
  input [32-1:0] writedata,
  output [32-1:0] readdata
);
  reg [32-1:0] mem [32:0];  
  always @(posedge clk) begin
    if (memwrite) begin
      mem[addr[32-1:2]] <= writedata;  
    end
  end
  assign readdata = mem[addr[32-1:2]];  
endmodule
module MEMStage (
  input clk,
  input memwrite_mem,
  input [32-1:0] aluout_mem, writedata_mem,
  output [32-1:0] readdata_mem
);
  DMEM dmem(clk, memwrite_mem, aluout_mem, writedata_mem, readdata_mem);
endmodule
==> ./run.sh <==
#!/bin/bash
# OpenROAD 26Q1-2900-gdf79404cd8, Yosys 0.63+post, stock flow scripts
make -C /OpenROAD-flow-scripts/flow DESIGN_CONFIG=/design/flow/config.mk WORK_HOME=/design/flow/orfs finish
==> ./config.mk <==
export PLATFORM = sky130hd
export DESIGN_NAME = MEMStage
export DESIGN_NICKNAME = MEMStage
export VERILOG_FILES = /design/flow/design.v
export SDC_FILE = /design/flow/constraint.sdc
export NUM_CORES = 4
export LEC_CHECK = 1
export CORE_UTILIZATION = 30
==> ./constraint.sdc <==
current_design MEMStage

set clk_period 16.9
set clk_io_pct 0.2

create_clock -name clk0 -period $clk_period [get_ports {clk}]

set non_clock_inputs [all_inputs -no_clocks]
set_input_delay [expr $clk_period * $clk_io_pct] -clock clk0 $non_clock_inputs
set_output_delay [expr $clk_period * $clk_io_pct] -clock clk0 [all_outputs]
==> impl_metrics.prom <==
# HELP chip_impl_metric Implementation results
# TYPE chip_impl_metric gauge
chip_impl_info{name="status",value="finished clean"} 1
chip_impl_metric{name="tool_warnings",unit=""} 52
chip_impl_metric{name="layout_cell_share_with_drive_strength_beyond_1",unit=""} 0.173
chip_impl_metric{name="detailroute.via_count",unit=""} 22519
chip_impl_metric{name="per_cell_via_count_in_the_routed_design",unit=""} 5.35
chip_impl_metric{name="yosysChipArea",unit="mm²"} 0.0405
chip_impl_metric{name="synth-cells-yosys",unit=""} 2199
chip_impl_metric{name="fp_util",unit=""} 0.303
chip_impl_metric{name="global_route_congestion_overflow_total",unit=""} 0
chip_impl_metric{name="cts-htree-levels",unit=""} 3
chip_impl_metric{name="core",unit="mm²"} 0.134
chip_impl_metric{name="die_area",unit="mm²"} 0.137
chip_impl_metric{name="timing.critical_path.fanout_max",unit=""} 53
chip_impl_metric{name="grtUsageTotal",unit=""} 0.192
chip_impl_metric{name="largest_reg_flops",unit=""} 1056
chip_impl_metric{name="place.detailed.hpwl",unit="µm"} 67300
chip_impl_metric{name="drt_iter0_drc",unit=""} 1540
chip_impl_info{name="startpoint_type",value="primary input"} 1
chip_impl_info{name="endpoint_kind",value="output port"} 1
chip_impl_metric{name="cap_viol_max_count",unit=""} 0
chip_impl_metric{name="dieHeight",unit="µm"} 370
chip_impl_metric{name="max_clock_freq",unit="GHz"} 0.0906
chip_impl_info{name="root_cell_of_the_clock_tree",value="sky130_fd_sc_hd__clkbuf_16"} 1
chip_impl_metric{name="clkSlewWorstSetupHoldPaths",unit="ps"} 60
chip_impl_info{name="holdCritPathClass",value="in -> reg"} 1
chip_impl_metric{name="synth-seq-cells",unit=""} 1056
chip_impl_metric{name="clkSinkCount",unit=""} 1056
chip_impl_metric{name="initial_antenna_violation_count",unit=""} 3
chip_impl_metric{name="worst_pin_slew",unit="ps"} 935
chip_impl_metric{name="maximum_number_of_pins_on_one_net_before_global_route_repair",unit=""} 82
chip_impl_info{name="critical_path_class",value="in -> out"} 1
chip_impl_metric{name="place.port_buffers",unit=""} 71
chip_impl_metric{name="critPathArrivalTime",unit="ps"} 7660
chip_impl_metric{name="tally_of_unique_sky130hd_cells_used_after_synthesis",unit=""} 57
chip_impl_metric{name="final_max_slew_viol_count",unit=""} 0
chip_impl_metric{name="max_slew_margin",unit=""} 0.375
chip_impl_metric{name="period_minus_slack",unit="ps"} 11040
chip_impl_metric{name="ratio_of_total_power_to_cell_area",unit="mW/mm²"} 115
chip_impl_metric{name="timing.final.crit_share",unit=""} 0.653
chip_impl_metric{name="wire_per_inst",unit="µm"} 29.0
chip_impl_info{name="synthTopCellsByArea",value="sky130_fd_sc_hd__edfxtp_1 78%, sky130_fd_sc_hd__mux2i_1 4.8%, sky130_fd_sc_hd__a221oi_1 2.3%"} 1
chip_impl_metric{name="cts_hold_repair.buffers",unit=""} 0
chip_impl_metric{name="postCtsResizedCells",unit=""} 0
chip_impl_metric{name="place_congestion",unit=""} 0.845
chip_impl_metric{name="synth-warning-count",unit=""} 1
chip_impl_metric{name="synthDominantCellAreaShare",unit=""} 0.782
chip_impl_metric{name="async_reset_ff_frac",unit=""} 0
chip_impl_metric{name="ios",unit=""} 98
chip_impl_metric{name="first_global_vias",unit=""} 23511
chip_impl_metric{name="chipWidth",unit="µm"} 370
chip_impl_metric{name="drt-total-wl",unit="µm"} 122000
chip_impl_metric{name="report.final.hold_viol_count",unit=""} 0
chip_impl_metric{name="number_of_enable_flip_flop_cells",unit=""} 1056
chip_impl_metric{name="numCtsBuffers",unit=""} 105
chip_impl_metric{name="rows",unit=""} 134
chip_impl_metric{name="post_synth.cell_area_avg",unit="µm²"} 18.4
chip_impl_metric{name="grt_first_pass_wirelength",unit="µm"} 173000
chip_impl_info{name="ys_dominant_reg_cell",value="sky130_fd_sc_hd__edfxtp_1"} 1
chip_impl_info{name="netlist.top_cell.by_instances",value="sky130_fd_sc_hd__edfxtp_1"} 1
chip_impl_metric{name="drt_pre_antenna_iters",unit=""} 19
chip_impl_info{name="ys_top_cells_by_count",value="1056 x sky130_fd_sc_hd__edfxtp_1, 196 x sky130_fd_sc_hd__mux2i_1, 106 x sky130_fd_sc_hd__a221oi_1, 91 x sky130_fd_sc_hd__a22oi_1, 88 x sky130_fd_sc_hd__nor2_1"} 1
chip_impl_metric{name="holdWs",unit="ps"} 3550
chip_impl_metric{name="peakVddDrop",unit="mV"} 0.0906
chip_impl_info{name="cts_tree",value="done"} 1
chip_impl_metric{name="synth_cells",unit=""} 2199
chip_impl_metric{name="p_leak",unit="µW"} 0.0150
chip_impl_metric{name="synth.yosys.seq_area_share",unit=""} 0.782
chip_impl_metric{name="setup-violations-final",unit=""} 0
chip_impl_metric{name="total_negative_slack_for_setup_checks",unit="ps"} 0
chip_impl_metric{name="cts_setup_buffers",unit=""} 0
chip_impl_metric{name="drcViolationCount",unit=""} 0
chip_impl_metric{name="combined_area_of_all_synthesized_cells",unit="mm²"} 0.0405
chip_impl_metric{name="area_growth",unit="%"} 16.7
chip_impl_metric{name="cts.path.max_buffers",unit=""} 3
chip_impl_info{name="grt_setup_unrepaired",value="false"} 1
chip_impl_metric{name="required_time_at_the_endpoint_of_the_critical_path",unit="ps"} 13520
chip_impl_metric{name="drtAntennaViolNets",unit=""} 0
chip_impl_info{name="post-synth-top-area-cell",value="sky130_fd_sc_hd__edfxtp_1"} 1
cell type report:
class                      instances  area (µm²)
sequential                      1056       31700
multi-input combinational        991        8360
fill                           12347       86500
tap                             1768        2210
clock inverter                    59         475
clock buffer                     132        2840
inverter                           3        11.3
antenna                            1        2.50
timing repair buffer             200        1700
where the power goes:
group          internal (µW)  switching (µW)  total (µW)
Combinational            100             201         302
Clock                   1300             946        2250
Sequential              2900            3.58        2900
cells by family after synthesis:
kind of cell	share of synthesized area
mux	0.0864
flops	0.782
compound gates	0.0868
simple gates	0.0251
buf+inv	0.0194
per-layer routing:
layer	part of all wire	track usage	up-vias
met2	0.46	0.282	1543
met5	0.0037	0.0235	-
met3	0.18	0.155	256
li1	-	-	9451
met1	0.33	0.214	11259
met4	0.031	0.0462	10
per-stage QoR:
stage	total power (µW)	util	worst slack [ps]	std cells	instance area (µm²)
2_1_floorplan	3100	-	8580	2199	40500
3_3_place_gp	3260	0.329	5800	4018	44000
3_5_place_dp	3260	0.329	5820	4018	44000
4_1_cts	5480	0.354	5810	4209	47300
5_1_grt	5600	0.354	5700	4209	47300
6_report	5450	0.354	5860	4210	47300
worst paths after layout:
check             cells after the start             start  slack [ps]         endpoint
setup / recovery                     10     aluout_mem[4]        5860  readdata_mem[0]
hold / removal                        2  writedata_mem[0]        3550  dmem.mem[23][0]
critical path: stages:
cell and delay [ps]:
sky130_fd_sc_hd__buf_8 370, sky130_fd_sc_hd__buf_4 670, sky130_fd_sc_hd__buf_4 620, sky130_fd_sc_hd__nand2b_2 560
sky130_fd_sc_hd__buf_4 420, sky130_fd_sc_hd__o22a_1 200, sky130_fd_sc_hd__o21ai_0 70, sky130_fd_sc_hd__a222oi_1 520
sky130_fd_sc_hd__nand4_1 230, sky130_fd_sc_hd__clkdlybuf4s50_1 450
cell usage in the layout, fill, tap and decap left out, types with 7 or more instances in the layout:
cell type	instances
sky130_fd_sc_hd__o21ai_0	60
sky130_fd_sc_hd__o22a_1	18
sky130_fd_sc_hd__nand2_1	63
sky130_fd_sc_hd__nand3_1	18
sky130_fd_sc_hd__a21oi_1	29
sky130_fd_sc_hd__clkinv_2	19
sky130_fd_sc_hd__nor2_1	54
sky130_fd_sc_hd__a221o_1	7
sky130_fd_sc_hd__a22oi_1	91
sky130_fd_sc_hd__o211ai_1	10
sky130_fd_sc_hd__bufinv_16	8
sky130_fd_sc_hd__nand4_1	12
sky130_fd_sc_hd__nor2_4	34
sky130_fd_sc_hd__mux2i_1	196
sky130_fd_sc_hd__a222oi_1	11
sky130_fd_sc_hd__clkinv_1	29
sky130_fd_sc_hd__clkbuf_1	22
sky130_fd_sc_hd__buf_4	128
sky130_fd_sc_hd__a22o_1	24
sky130_fd_sc_hd__mux4_2	39
sky130_fd_sc_hd__clkbuf_16	110
sky130_fd_sc_hd__clkdlybuf4s50_1	67
sky130_fd_sc_hd__mux2_2	57
sky130_fd_sc_hd__a221oi_1	106
sky130_fd_sc_hd__o221ai_1	22
sky130_fd_sc_hd__o22ai_1	61
sky130_fd_sc_hd__edfxtp_1	1056
No activity file was given, so power comes from the tool's default toggle rates.
