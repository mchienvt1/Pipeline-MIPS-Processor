### design/flow/design.v
module ALU(
  input [32-1:0] val1,val2,
  input [3:0] alucontrol_exe,
  input [4:0] shamt_exe,
  output reg [32-1:0] aluout_exe
);
always @(*) begin
  case(alucontrol_exe)
    4'b0000: aluout_exe = val1 + val2;  
    4'b0001: aluout_exe = val1 & val2;  
    4'b0010: aluout_exe = val1 - val2;  
    4'b0011: aluout_exe = val1 | val2;  
    4'b0100: aluout_exe = val1 < val2;  
    4'b0101: aluout_exe = ~(val1 | val2);  
    4'b0110: aluout_exe = (val2 << shamt_exe);  
    4'b0111: aluout_exe = (val2 >> shamt_exe);  
    4'b1111: aluout_exe = 0;
    default: aluout_exe = 0;  
  endcase
end
endmodule
module mux2to1 #(parameter WIDTH = 32)(
  input [WIDTH-1:0] a,
  input [WIDTH-1:0] b,
  input sel,
  output [WIDTH-1:0] out
);
  assign out = (sel) ? b : a;
endmodule
module mux4to1(
  input [32-1:0] a,
  input [32-1:0] b,
  input [32-1:0] c,
  input [32-1:0] d,
  input [1:0] sel,
  output [32-1:0] out
);
  assign out = (sel == 2'b00) ? a :
              (sel == 2'b01) ? b :
              (sel == 2'b10) ? c :
              d;
endmodule
module EXEStage (
  input clk, rst,
  input regwrite_exe, memtoreg_exe, memwrite_exe, alusrc_exe, regdst_exe,
  input [3:0] alucontrol_exe,
  input [4:0] Rs_exe, Rt_exe, Rd_exe, shamt_exe,
  input [32-1:0] data1_exe, data2_exe, signext_exe,
  input [32-1:0] result_wb,
  input [32-1:0] aluout_mem,
  input [1:0] forwardA_exe, forwardB_exe,
  output [4:0] regaddr_exe,
  output [32-1:0] aluout_exe, writedata_exe
);
wire [32-1:0] val1, val2;
mux2to1 #(5) mux_regaddr(Rt_exe, Rd_exe, regdst_exe, regaddr_exe);  
mux4to1 mux_val1(data1_exe, result_wb, aluout_mem, 32'b0, forwardA_exe, val1);  
mux4to1 mux_writeData(data2_exe, result_wb, aluout_mem, 32'b0, forwardB_exe, writedata_exe); 
mux2to1 mux_val2(writedata_exe, signext_exe, alusrc_exe, val2);  
ALU alu(val1, val2, alucontrol_exe, shamt_exe, aluout_exe);
endmodule
### design/flow/run.sh
#!/bin/bash
# OpenROAD 26Q1-2900-gdf79404cd8, Yosys 0.63+post, stock flow scripts
make -C /OpenROAD-flow-scripts/flow DESIGN_CONFIG=/design/flow/config.mk WORK_HOME=/design/flow/orfs finish
### design/flow/config.mk
export PLATFORM = sky130hd
export DESIGN_NAME = EXEStage
export DESIGN_NICKNAME = EXEStage
export VERILOG_FILES = /design/flow/design.v
export SDC_FILE = /design/flow/constraint.sdc
export NUM_CORES = 4
export LEC_CHECK = 1
export CORE_UTILIZATION = 50
### design/flow/constraint.sdc
current_design EXEStage

set clk_period 16.8
set clk_io_pct 0.2

create_clock -name clk0 -period $clk_period

set non_clock_inputs [all_inputs -no_clocks]
set_input_delay [expr $clk_period * $clk_io_pct] -clock clk0 $non_clock_inputs
set_output_delay [expr $clk_period * $clk_io_pct] -clock clk0 [all_outputs]
==> flow_summary.yaml <==
# physical design summary
detailed_routing:
  num_vias: 13003
  wl_um: 49300
  first_pass_iters: 6
  drtIter0Drc: 1324
  drc: 0
  vias_per_cell: 6.76
  drt-wirelength-per-cell_um: 25.6
  ant_nets: 0
sta:
  max_freq_ghz: 0.0799
  rsz0062_at_grt: "no"
  min_period_ns: 12.52
  slew_headroom: 0.303
  post-route-period-util: 0.745
  tightest_slew_ns: 1.05
  slew_violations: 0
  setup_violations: 0
  hold_slack_ns: 7.75
  hold_violations: 0
  finalSetupTns_ns: 0
power:
  swShare: 0.578
  internal_power_w: 0.000227
  powerDensity_nw_per_um2: 41.3
  vdd_ir_drop_max_uv: 22.6
  total_leakage_power_nw: 5.37
  p_sw_w: 0.000310
critical_path:
  path_cells: "clkdlybuf4s50_1 > buf_4 > nor2b_2 > buf_4 > nand2_1 > o21ai_0 > ha_1 > nor4_1 > o311ai_0 > a21oi_1 > a211oi_1 > a221oi_1 > a21oi_1 > a211oi_1 > xnor2_1 > o21ai_0 > clkdlybuf4s50_1"
  cpPeakStageDelay_ns: 0.66
  setup.worst_path.end_class: "primary output"
  cp.arrival_ns: 9.16
  path_max_fanout: 33
  crit_family: "AND-OR/OR-AND gates"
  worstSetupPathType: "in2out"
  cp_slowest_cell: "nor2b_2"
  critical_path_buf_inv_count: 4
  required_ns: 13.44
  start_kind: "primary input"
clock_tree:
  postCtsHoldBufs: 0
  post_cts.repair.setup_buffers: 0
  cts_resized: 0
logic_synthesis:
  ys_cells: 1489
  syn-cell-area_um2: 10400
  avgSynthCellArea_um2: 6.96
  postSynthSeqShare: 0
  synth_chip_area_um2: 10400
  yosysUniqueCellTypes: 81
  netlist_instances: 1489
  ys.warnings.count: 1
placement:
  dp.cells: 1922
  hpwl_um: 40200
  io_buffers: 254
  place_congestion: 1.10
final_layout:
  stdcell_count: 1924
  fin_util: 0.640
  syn_to_final_growth_pct: 25.2
  flops: 0
  num-clock-buffers: 0
  regArea_um2: 0
  drive_above_1_share: 0.0926
  num-fill-cells: 1788
grt:
  use_met1: 0.578
  grt_pass1_vias: 12043
  antenna_found_initial: 2
  grt_max_degree: 59
  use_met3: 0.115
  grt_pass1_wl_um: 73200
  grt.busiest_layer: "met2"
  grt.overflow.total: 0
  met2_usage: 0.720
  grt_usage: 0.459
floorplan:
  core_um2: 20300
  io_pins: 264
  die_width_um: 146
  die_area_um2: 21300
  fp_util: 0.511
  rows: 52
  die_h_um: 146
hold_path:
  hold_start: "Rd_exe[2]"
  hold_class: "in2out"
  holdPathStages: 3
  holdPathEnd: "regaddr_exe[2]"
run:
  drv_cap: 0
  warnings: 111
outcome:
  status: "complete, no violations"
cell usage after synthesis (8+ instances only):
cell type | count | area share
nand2_1 | 144 | 0.052
nor2_1 | 133 | 0.048
o21ai_0 | 127 | 0.061
mux2i_1 | 114 | 0.11
ha_1 | 100 | 0.12
inv_1 | 94 | 0.034
a21oi_1 | 92 | 0.044
clkbuf_1 | 91 | 0.033
mux2_2 | 35 | 0.038
nor3_1 | 34 | 0.016
a221oi_1 | 33 | 0.028
o211ai_1 | 31 | 0.022
nand3_1 | 27 | 0.013
a211oi_1 | 26 | 0.019
mux4_2 | 25 | 0.054
a22o_1 | 23 | 0.019
xnor2_1 | 22 | 0.019
buf_2 | 20 | 0.0097
nor4bb_1 | 18 | 0.017
buf_1 | 14 | 0.0051
o21bai_1 | 14 | 0.010
a221o_1 | 13 | 0.013
a221oi_2 | 13 | 0.019
o31ai_1 | 13 | 0.0094
o211a_1 | 12 | 0.012
o2bb2ai_1 | 11 | 0.0093
a31oi_1 | 10 | 0.0060
nand2b_1 | 10 | 0.0060
nand4bb_1 | 10 | 0.011
nor2b_1 | 10 | 0.0060
o21ai_1 | 10 | 0.0048
o21a_1 | 9 | 0.0065
a211o_1 | 8 | 0.0068
and2_1 | 8 | 0.0048
inv_2 | 8 | 0.0029
nor4_1 | 8 | 0.0048
or3_1 | 8 | 0.0048
cell type report:
cell class	count	area (um2)	area share
tap	270	338	0.0260
inverter	103	387	0.0298
multi-input combinational	1256	9450	0.728
timing repair buffer	293	2800	0.216
antenna	2	5.00	0.000386
worst max path at each step:
stage	cells past startpoint	from	slack [ns]	to
5_1_grt	18	forwardA_exe[1]	3.94	aluout_exe[28]
6_report	17	forwardA_exe[1]	4.28	aluout_exe[28]
4_1_cts	17	forwardA_exe[1]	4.56	aluout_exe[28]
tightest hold or removal path: cells and delay by family:
| family | cells | cell delay (ns) |
|---|---|---|
| buf+inv | 2 | 0.90 |
| mux | 1 | 0.13 |
per-stage QoR:
stage                     total power (W)  cell area [um2]  setup slack (ns)
after floorplan                  0.000315            10400              6.52
after global placement           0.000515            13000              4.57
after detailed placement         0.000518            13000              4.57
after CTS                        0.000520            13000              4.56
after global routing             0.000570            13000              3.94
final                            0.000536            13000              4.28
cell usage in the layout (no fill, tap or decap), types with 11 or more instances in the layout:
cell type and instances:
a221oi_1 33, nor2_1 131, nor4bb_1 18, clkdlybuf4s50_1 247
xnor2_1 22, a21oi_1 92, mux2_2 35, o211a_1 12
nor3_1 33, o21bai_1 14, a211oi_1 26, nand3_1 27
buf_4 39, a221oi_2 13, ha_1 100, o21ai_0 127
mux4_2 25, o211ai_1 31, o31ai_1 13, mux2i_1 114
inv_1 94, a221o_1 13, o2bb2ai_1 11, a22o_1 23
nand2_1 144
metal layers:
layer,vias to the layer above,share of wire
li1,5894,-
met1,5988,0.38
met2,915,0.44
met3,206,0.11
met4,0,0.070
met5,-,0
kinds of logic after synthesis:
kind of cell    after synthesis  share of synthesized area
xor+xnor                     29                     0.0245
buf+inv                     233                     0.0900
simple gates                441                      0.208
compound gates              504                      0.343
mux                         180                      0.210
fa+ha+maj                   102                      0.125
power by group through the flow:
stage         combinational, W  clock, W  sequential (W)
CTS                   0.000520         0               0
global route          0.000570         0               0
Power figures rest on the tool's default switching activity, not on a simulated workload.
